**design/flow/run.sh**
```bash
#!/bin/bash
# OpenROAD 26Q1-2900-gdf79404cd8, Yosys 0.63+post, stock flow scripts
make -C /OpenROAD-flow-scripts/flow DESIGN_CONFIG=/design/flow/config.mk WORK_HOME=/design/flow/orfs finish
```
**design/flow/config.mk**
```make
export PLATFORM = sky130hd
export DESIGN_NAME = controller
export DESIGN_NICKNAME = controller
export VERILOG_FILES = /design/flow/design.v
export SDC_FILE = /design/flow/constraint.sdc
export NUM_CORES = 4
export LEC_CHECK = 1
export CORE_AREA = 10 10 93 93
export DIE_AREA = 0 0 103 103
```
**design/flow/constraint.sdc**
```tcl
current_design controller

set clk_period 3.6
set clk_io_pct 0.2

create_clock -name clk0 -period $clk_period [get_ports {clk}]

set non_clock_inputs [all_inputs -no_clocks]
set_input_delay [expr $clk_period * $clk_io_pct] -clock clk0 $non_clock_inputs
set_output_delay [expr $clk_period * $clk_io_pct] -clock clk0 [all_outputs]
```
**design/flow/design.v**
```verilog
module controller (clk,en,rst_n,act,rd); 
   input clk ,rst_n ;
   input en  ; 
   output reg rd ;
   output act ;
wire en1;
reg [15:0] cnt;  
wire tick; 
 always @(posedge clk , negedge rst_n)
  begin 
    if(!rst_n)
	  rd <= 'h0;
	else if(en1) 
	  rd <= en;
  end 
assign tick = (cnt == 16'hFFFF) ? 1'b1 : 1'b0;
assign en1 = en | tick; 
 always @(posedge clk , negedge rst_n)
  begin 
     if(!rst_n)  
	    cnt <= 'h0;
	 else if(rd)
	    cnt <= cnt + 1'b1;
  end 
assign act = rd;
endmodule 
```
==> metrics.log <==
[flow] final metrics
INFO  metric synth_seq_share = 55.6%
INFO  metric sw_frac_of_total = 29.4%
INFO  metric drt_first_pass_iters = 2
INFO  metric pwr_density_cell = between 500 and 600 nW/um^2
INFO  metric clk_transition_reported_paths = roughly 0.060 ns
INFO  metric post_synth_instance_area = 764 um^2
INFO  metric timing.critical_path.cells = clkdlybuf4s50_1
INFO  metric comb_power_share = between 15 and 20%
INFO  metric setup_violations = 0
INFO  metric leakagePower = 0.389 nW
INFO  metric yosysChipArea = 764 um^2
INFO  metric worst_path_slowest_cell = sky130_fd_sc_hd__clkdlybuf4s50_1
INFO  metric relative_contribution_of_the_clock_network_to_total_power = 28.1%
INFO  metric grt_start_max_net_pins = 18
INFO  metric openroad_warnings = 25
INFO  metric clk-insertion-delay-late = 0.25 ns
INFO  metric synth.ff_latch_count = 17
INFO  metric cp_slowest_stage_delay = 0.54 ns
INFO  metric grt_remaining_overflow = 0
INFO  metric seq_power_share = 55.2%
INFO  metric number_of_antenna_violations_at_the_first_check_in_global_routing = 0
INFO  metric first_pass_grt_wire_length = 2.17 mm
INFO  metric design_area = 936 um^2
INFO  metric power = 0.495 mW
INFO  metric vdd_drop_max = approximately 0.34 mV
INFO  metric unrepaired_setup_endpoints_after_global_routing = no
INFO  metric floorplan.rows = 30
INFO  metric critical_path.top_delay_family = buffers and inverters
INFO  metric stdcell_count = 147
INFO  metric finalCritPeriodShare = 56.3%
INFO  metric ctsResizeCount = 0
INFO  metric syn-mean-instance-area = 12.5 um^2
INFO  metric final_max_slew_viol_count = 0
INFO  metric ys.warnings.count = 1
INFO  metric level_count_of_the_clock_h_tree = 1
INFO  metric finalSetupTns = 0 ns
INFO  metric hold_viol_final = 0
INFO  metric dpl.cell_count = 143
INFO  metric layout.cells.most_common = sky130_fd_sc_hd__dfrtp_1
INFO  metric ys_cells = between 60 and 70
INFO  metric hold_buffers = 0
INFO  metric finalWirelength = 1.15 mm
INFO  metric p_sw = 0.145 mW
INFO  metric final_layout_top_logic_cells = 17 x sky130_fd_sc_hd__dfrtp_1, 9 x sky130_fd_sc_hd__xnor2_1, 5 x sky130_fd_sc_hd__nand2_1, 5 x sky130_fd_sc_hd__xor2_1
INFO  metric worstMarginPinSlew = ~0.75 ns
INFO  metric cp_max_fo = 9
INFO  metric crit_required = 2.88 ns
INFO  metric layout_cell_share_with_drive_strength_beyond_1 = 16.4%
INFO  metric drc = 0
INFO  metric maxcap_violations = 0
INFO  metric track_usage = 2.40%
INFO  metric finish.utilization = 13.9%
INFO  metric clock_sink_count = 17
INFO  metric logic_area = 324 um^2
INFO  metric pre_cts_ws = 1.80 ns
INFO  metric min-delay-path-class = flip-flop to flip-flop
INFO  metric critical_path.endpoint_type = output pin
INFO  metric crit_type = flip-flop to output pin
INFO  metric internal-power = 0.350 mW
INFO  metric setup.worst_path.start_class = flip-flop
INFO  metric post_cts_buffers = 0
INFO  metric clock_skew = 0.00148 ns
INFO  metric timing.critical_path.arrival = 1.31 ns
INFO  metric tritoncts.num_buffers = 3
INFO  metric floorplan.io_pins = 5
INFO  metric antenna_left = 0
INFO  metric x_dimension_of_the_die = 103 um
INFO  metric die_h = 103 um
INFO  metric avgViaCountPerCell = 3.03
INFO  metric synthesis.instances = 61
INFO  metric buffer_ports.inserted = 4
INFO  metric regArea = 425 um^2
INFO  metric cts-root-to-sink-buffers = 2
INFO  metric wl_per_cell = 7.80 um
INFO  metric hold-worst-slack = 0.463 ns
INFO  metric dp_hpwl = 790 um
INFO  metric outcome = completed
INFO  metric diodes = 0
INFO  metric detailed_place.area = 890 um^2
INFO  metric core_area = about 6800 um^2
INFO  metric finalCriticalPeriod = 2.03 ns
INFO  metric area.growth.synth_to_final = 22.4%
INFO  metric tritoncts_clock_tree = yes
INFO  metric first_iter_violations = 2
INFO  metric vias_in_the_first_global_route = 501
INFO  metric vias = 445
INFO  metric final.fill_count = ~760
INFO  metric clock_tree.root_cell = sky130_fd_sc_hd__clkbuf_8
INFO  metric design.die.area = about 11,000 um^2
INFO  metric final_weighted_congestion_in_routability_driven_placement = 0.677
INFO  metric maximum_achievable_frequency = roughly 490 MHz
INFO  metric synthDistinctLibCells = 20
INFO  metric critPathBufInv = 1
INFO  metric max_slew_margin = 49.9%
INFO  metric initial_utilization = 11.3%
INFO  metric fin_ws = 1.57 ns
==> layer usage <==
| metal | up-vias | track usage (%) | routed length [um] |
|---|---|---|---|
| li1 | 218 | - | - |
| met4 | 0 | 0.749 | 19 |
| met1 | 220 | 3.55 | 606 |
| met2 | 5 | 3.36 | 494 |
| met5 | - | 0 | 0 |
| met3 | 2 | 0.542 | 26 |
==> state kept, by name, indices dropped and copies added, names as in the netlist <==
signal  flops
rd          1
cnt        16
==> cells by family after synthesis <==
kind of cell    share of synthesized area (%)
compound gates                          0.982
buf+inv                                  1.96
simple gates                             20.1
mux                                      1.47
fa+ha+maj                                1.64
xor+xnor                                 18.2
flops                                    55.6
==> power groups by stage <==
stage	registers (mW)	logic [mW]	clock network (mW)
CTS	0.274	0.0847	0.146
global route	0.280	0.0956	0.154
finish	0.274	0.0826	0.139
==> Yosys cell counts (all sizes together) <==
master  count  area (um^2)
nand4b      1         8.76
nor2        2         7.51
nor3        3         31.3
and3        3         18.8
mux2        1         11.3
xnor2       9         78.8
o21a        1         7.51
nand2       5         18.8
dfrtp      17          425
xor2        6         60.1
nand3       5         30.0
buf         2         15.0
ha          1         12.5
nand4       4         31.3
and2        1         7.51
==> path summary, 6_finish.rpt <==
path | cells past startpoint | slack (ns) | end | start
max in group asynchronous | 1 | 2.22 | cnt[7] | rst_n
max reg2reg | 5 | 2.04 | cnt[12] | cnt[0]
min | 1 | 0.46 | cnt[7] | cnt[7]
min in group asynchronous | 1 | 0.92 | cnt[12] | rst_n
max | 1 | 1.57 | rd | rd
min reg2reg | 1 | 0.46 | cnt[7] | cnt[7]
==> cell type report <==
cell class / instances / share of cell area [%]
Sequential cell: 17 / 45.5
Timing Repair Buffer: 4 / 4.28
Clock buffer: 3 / 4.41
Multi-Input combinational cell: 42 / 34.6
Clock inverter: 1 / 0.535
Tap cell: 80 / 10.7
Power figures rest on the tool's default switching activity, not on a simulated workload.
